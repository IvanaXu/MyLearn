`flow/config.mk`:
```
export PLATFORM = sky130hd
export DESIGN_NAME = paomadeng
export DESIGN_NICKNAME = paomadeng
export VERILOG_FILES = /design/flow/design.v
export SDC_FILE = /design/flow/constraint.sdc
export NUM_CORES = 4
export LEC_CHECK = 1
export CORE_AREA = 10 10 113 113
export DIE_AREA = 0 0 123 123
```
`flow/constraint.sdc`:
```
current_design paomadeng

set clk_period 5.1
set clk_io_pct 0.2

create_clock -name clk0 -period $clk_period [get_ports {clk}]

set non_clock_inputs [all_inputs -no_clocks]
set_input_delay [expr $clk_period * $clk_io_pct] -clock clk0 $non_clock_inputs
set_output_delay [expr $clk_period * $clk_io_pct] -clock clk0 [all_outputs]
```
`flow/design.v`:
```
module paomadeng(rst,clk,sel,led);
input rst,clk;
input[1:0]sel;
output[7:0]led;
reg[7:0]led;
reg[7:0]led_r,led_r1;
reg cnt1,dir;
reg[2:0]cnt2;
reg[1:0]cnt3;
always@(posedge clk)
begin
 if(rst)begin cnt1<=0;cnt2<=0;cnt3<=0;dir<=0;end
 else
  case(sel)
   2'b00:
    begin
     led_r=8'b01010101;
     if(cnt1==0)led<=led_r;
     else led <=led_r<<1;
     cnt1<=cnt1+1;
    end
   2'b01:
   begin
   if(!dir)
    begin
     if(cnt2==0)
      begin 
      led_r=8'b00000001;led<=led_r;
      end
     else begin led<=(led<<1)+led_r;end
     if(cnt2==7)begin dir<=~dir;end
     cnt2<=cnt2+1;
    end
   else
    begin
     if(cnt2==0)
      begin
      led_r=8'b11111110;led<=led_r;
      end
     else begin led<=led<<1;end
     if(cnt2==7)begin dir<=~dir;end
     cnt2<=cnt2+1;
    end
   end
   2'b10:
    begin
     if(!dir)
      begin
       if(cnt3==0)begin led_r=8'b00000001;led_r1=8'b10000000;end
       else
        begin
         led_r=(led_r<<1)|led_r;
         led_r1=(led_r1>>1)|led_r1;
        end
       led<=led_r|led_r1;
       if(cnt3==3)begin dir<=~dir;end
       cnt3<=cnt3+1;
      end
     else
      begin
       if(cnt3==0)begin led_r=8'b11111110;led_r1=8'b01111111;end
       else begin led_r=led_r<<1;led_r1=led_r1>>1;end
       led<=led_r&led_r1;
       if(cnt3==3)begin dir<=~dir;end
       cnt3<=cnt3+1;
      end
    end
   default:;
  endcase
end
endmodule
```
`flow/run.sh`:
```
#!/bin/bash
# OpenROAD 26Q1-2900-gdf79404cd8, Yosys 0.63+post, stock flow scripts
make -C /OpenROAD-flow-scripts/flow DESIGN_CONFIG=/design/flow/config.mk WORK_HOME=/design/flow/orfs finish
```
==> impl_metrics.prom <==
# HELP chip_impl_metric Implementation results
# TYPE chip_impl_metric gauge
chip_impl_metric{name="post-route-min-period",unit="ns"} 2.994
chip_impl_info{name="worst_path_max_delay_cell",value="ha_1"} 1
chip_impl_metric{name="antenna_cells",unit=""} 0
chip_impl_metric{name="synth.yosys.seq_area_share",unit="%"} 40.33
chip_impl_metric{name="p_leak",unit="nW"} 0.8713
chip_impl_info{name="hp-class",value="reg2reg"} 1
chip_impl_info{name="clock_tree_from_tritoncts",value="yes"} 1
chip_impl_info{name="hold_path_end",value="cnt2[1]$_SDFFE_PP0P_"} 1
chip_impl_metric{name="detail_route.drc_violations",unit=""} 0
chip_impl_metric{name="syn-cell-area",unit="sq um"} 2135
chip_impl_metric{name="finalCoreUtilization",unit="%"} 23.74
chip_impl_metric{name="timing.hold.ws",unit="ns"} 0.5215
chip_impl_metric{name="clock_insertion_delay_worst_skew",unit="ns"} 0.28
chip_impl_metric{name="power-per-cell-area",unit="nW/um^2"} 254.4
chip_impl_metric{name="design.portCount",unit=""} 12
chip_impl_metric{name="worst_ir_drop_vdd",unit="mV"} 0.06727
chip_impl_metric{name="synth_cell_type_count",unit=""} 46
chip_impl_info{name="lay_top_cells",value="o21ai_0, edfxtp_1, a21oi_1, nor2_1, ha_1"} 1
chip_impl_metric{name="core_util_floorplan",unit="%"} 20.68
chip_impl_metric{name="number_of_levels_in_the_clock_h_tree",unit=""} 2
chip_impl_metric{name="hold_path_depth",unit=""} 2
chip_impl_metric{name="post_cts_resized",unit=""} 0
chip_impl_metric{name="route.antenna.remaining_nets",unit=""} 0
chip_impl_metric{name="final-setup-viol-count",unit=""} 0
chip_impl_metric{name="timing.critical_path.slowest_cell_delay",unit="ns"} 0.57
chip_impl_info{name="status",value="completed"} 1
chip_impl_metric{name="average_wire_per_standard_cell",unit="um"} 13.78
chip_impl_metric{name="critPathArrivalTime",unit="ns"} 3.02
chip_impl_metric{name="clock_path_buffers",unit=""} 2
chip_impl_metric{name="numCtsBuffers",unit=""} 5
chip_impl_metric{name="postSynthRegisterBits",unit=""} 31
chip_impl_metric{name="postSynthAreaPerCell",unit="sq um"} 9.445
chip_impl_metric{name="share_of_post_route_cells_with_drive_strength_above_1",unit="%"} 7.265
chip_impl_info{name="launch_instance_of_the_worst_min_delay_path",value="cnt2[1]$_SDFFE_PP0P_"} 1
chip_impl_metric{name="coreArea",unit="sq um"} 10320
chip_impl_metric{name="yosys_area",unit="sq um"} 2135
chip_impl_metric{name="route.detailed.vias_per_inst",unit=""} 4.697
chip_impl_info{name="critical_path_class",value="in2reg"} 1
chip_impl_metric{name="grt_overflow",unit=""} 0
chip_impl_metric{name="fin_crit_sh",unit="%"} 58.70
chip_impl_metric{name="postCtsHoldBufs",unit=""} 0
chip_impl_metric{name="clock.fmax",unit="MHz"} 334.0
chip_impl_metric{name="clk_pin_slew_worst_paths",unit="ns"} 0.07
chip_impl_info{name="r2r_end",value="led[7]$_DFFE_PP_"} 1
chip_impl_metric{name="setup-tns-final",unit="ns"} 0
chip_impl_metric{name="slew_headroom",unit="%"} 43.44
chip_impl_info{name="critPathCaptureType",value="register"} 1
chip_impl_metric{name="slew_at_the_pin_closest_to_its_max_slew_limit",unit="ns"} 0.8453
chip_impl_metric{name="num_rows",unit=""} 37
chip_impl_metric{name="finalHoldViolCount",unit=""} 0
chip_impl_metric{name="fill_cells",unit=""} 1104
chip_impl_metric{name="enable_flop_cells",unit=""} 24
chip_impl_metric{name="final-max-slew-violation-count",unit=""} 0
chip_impl_metric{name="die.size.x",unit="um"} 123
chip_impl_info{name="critical_path.top_delay_family",value="buffers and inverters"} 1
chip_impl_metric{name="critical_path_buffer_and_inverter_count",unit=""} 3
chip_impl_metric{name="cp_data_required_time",unit="ns"} 5.13
chip_impl_metric{name="grt_max_degree",unit=""} 29
chip_impl_metric{name="drv.max_cap_violation_count",unit=""} 0
chip_impl_metric{name="dp_hpwl",unit="mm"} 3.679
chip_impl_info{name="clockRootBuffer",value="clkbuf_8"} 1
chip_impl_metric{name="cts_post_setup_buffers_inserted",unit=""} 0
chip_impl_metric{name="starting_drc_count_in_detailed_routing",unit=""} 114
chip_impl_info{name="crit_path_start_kind",value="input pin"} 1
chip_impl_metric{name="path_max_fanout",unit=""} 14
chip_impl_metric{name="vias",unit=""} 1738
chip_impl_info{name="yosys_most_used_dff",value="edfxtp_1"} 1
chip_impl_metric{name="grt_pass1_vias",unit=""} 1661
chip_impl_metric{name="buffer_ports.inserted",unit=""} 11
chip_impl_info{name="worstPathCellList",value="clkdlybuf4s50_1 -> inv_1 -> ha_1 -> inv_2 -> or3_1 -> a32o_1 -> a2bb2oi_1"} 1
chip_impl_metric{name="global_route_wire_length_before_repair",unit="mm"} 8.473
chip_impl_metric{name="fin_skew",unit="ns"} 0.006332
chip_impl_metric{name="finalWirelength",unit="mm"} 5.099
chip_impl_info{name="r2r-start",value="led_r[1]$_DFFE_PP_"} 1
chip_impl_metric{name="worst-r2r-cell-count",unit=""} 6
chip_impl_metric{name="post_layout_total_power",unit="W"} 0.0006235
chip_impl_metric{name="drtPass1Iterations",unit=""} 4
chip_impl_metric{name="dieArea",unit="sq um"} 15130
chip_impl_metric{name="antenna_found_initial",unit=""} 0
chip_impl_metric{name="proportion_of_synthesized_flip_flops_having_asynchronous_set_or_reset",unit="%"} 0
chip_impl_metric{name="place_congestion",unit=""} 0.8537
chip_impl_info{name="rsz0062_at_grt",value="no"} 1
chip_impl_metric{name="tool_warnings",unit=""} 30
chip_impl_metric{name="ys_cells",unit=""} 226
chip_impl_metric{name="synthesis.instances",unit=""} 226
chip_impl_metric{name="gr-usage-all-layers",unit="%"} 6.883
chip_impl_metric{name="r2r_setup_slack",unit="ns"} 2.75
chip_impl_metric{name="area_growth",unit="%"} 14.83
chip_impl_metric{name="clkSinkCount",unit=""} 31
chip_impl_info{name="mostFrequentLayoutCell",value="o21ai_0"} 1
chip_impl_metric{name="die_y",unit="um"} 123
chip_impl_metric{name="total_number_of_yosys_warnings",unit=""} 1
worst max path at each step:
stage / startpoint / end / slack, ns / depth (start not counted)
4_1_cts: sel[0] / led[4]$_DFFE_PP_ / 2.12 / 7
5_1_grt: sel[0] / led[4]$_DFFE_PP_ / 1.97 / 7
6_report: sel[0] / led[4]$_DFFE_PP_ / 2.11 / 7
per-layer routing:
layer | vias to the layer above | GRT usage (%) | routed length (um)
met3 | 4 | 1.711 | 378
met1 | 821 | 9.956 | 2404
met2 | 51 | 10.51 | 2260
li1 | 862 | - | -
met5 | - | 0 | 0
met4 | 0 | 1.019 | 55
power by group:
part / internal (W) / switching (W) / total (W)
logic: 0.0000611 / 0.0000712 / 0.000132
registers: 0.000293 / 0.0000196 / 0.000313
clock network: 0.0000928 / 0.0000857 / 0.000178
total: 0.000447 / 0.000176 / 0.000624
kinds of logic (layout without fill, tap and decap cells):
family                   count (synthesis)  count (layout)  synth area share [%]
AND/OR/NAND/NOR                         60              60                 14.13
buffers and inverters                   23              31                 4.690
adder cells (fa/ha/maj)                 16              16                 9.730
flip-flops                              31              31                 40.33
multiplexers                             5               5                 2.403
AND-OR/OR-AND                           85              85                 26.26
XOR/XNOR                                 6               6                 2.462
Yosys cell counts (all sizes together) (3+ instances only):
master	n	area share [%]
nor3	5	1.2
a211oi	4	1.6
clkbuf	6	1.1
inv	9	1.6
nor2b	12	3.5
buf	8	2.0
nor2	18	3.2
edfxtp	24	34
xnor2	5	2.1
nor4	7	2.1
mux2i	4	1.9
dfxtp	7	6.6
o21ai	26	6.1
a21oi	18	4.2
o311ai	3	1.2
a21o	10	3.6
a31oi	5	1.5
o21bai	3	1.1
ha	15	8.8
o211ai	5	1.8
nand2	10	1.8
metrics by stage:
step                instances  setup WS, ns  instance area (sq um)
detailed placement        362         1.838                   2371
global route              370         1.970                   2451
floorplan                 226         2.360                   2135
CTS                       370         2.119                   2451
global placement          362         1.869                   2371
finish                    370         2.106                   2451
worst reg2reg max path: cells and delay by family (launching register included):
| family | cells | cell delay (ns) |
|---|---|---|
| AND-OR/OR-AND | 4 | 0.91 |
| adder cells (fa/ha/maj) | 2 | 0.71 |
| flip-flops | 1 | 0.50 |
layout make-up:
type	instances	area [sq um]	area share (%)
multi-input combinational	172	1174	47.88
clock inverter	2	7.507	0.3063
sequential	31	860.8	35.12
inverter	9	33.78	1.378
clock buffer	6	72.57	2.961
timing repair buffer	14	132.6	5.411
tap	136	170.2	6.942
sequential cells by signal (all words and copies together), names as in the netlist:
register  flops
led_r         8
led           8
dir           1
cnt2          3
led_r1        8
cnt3          2
cnt1          1
Power is estimated from default activity; no workload was simulated.
