===== ./constraint.sdc =====
current_design HC148

set clk_period 1.4
set clk_io_pct 0.2

create_clock -name clk0 -period $clk_period

set non_clock_inputs [all_inputs -no_clocks]
set_input_delay [expr $clk_period * $clk_io_pct] -clock clk0 $non_clock_inputs
set_output_delay [expr $clk_period * $clk_io_pct] -clock clk0 [all_outputs]

===== ./run.sh =====
#!/bin/bash
# OpenROAD 26Q1-2900-gdf79404cd8, Yosys 0.63+post, stock flow scripts
make -C /OpenROAD-flow-scripts/flow DESIGN_CONFIG=/design/flow/config.mk WORK_HOME=/design/flow/orfs finish

===== ./config.mk =====
export PLATFORM = sky130hd
export DESIGN_NAME = HC148
export DESIGN_NICKNAME = HC148
export VERILOG_FILES = /design/flow/design.v
export SDC_FILE = /design/flow/constraint.sdc
export NUM_CORES = 4
export LEC_CHECK = 1
export CORE_AREA = 10 10 70 70
export DIE_AREA = 0 0 80 80

===== ./design.v =====
module HC148(DataIn,EO,Dataout,EI,GS);
input [7:0]DataIn;input EI;output EO;output [2:0]Dataout;output GS;
reg [2:0]Dataout;reg EO;reg GS;integer I;
always@(DataIn or EI)
 begin:local
  if(EI)
   begin
    Dataout=7;
    EO=1;
    GS=1;
   end
  else if(DataIn==16'b11111111)
   begin
    Dataout=7;
    EO=0;
    GS=1;
   end
  else
  begin
   for(I=0;I<8;I=I+1)
    begin
     if(~DataIn[I])
      begin 
       Dataout=~I;
       EO=1;
       GS=0;
      end
    end
  end
 end
endmodule

==> reports/results.txt <==
Cycle use final = 111.2%
Yosys cell types = 12
Final Util = 10.66%
Post-CTS setup buffers = 0
VDD IR-drop max = 0.02756 mV
Ant diodes = 0
Die Ht = 80 µm
First-pass GRT wire length = 883 µm
Top cell area share = 45.45%
Pin count of the biggest net entering global routing = 6
Most frequent logic cell in the layout = buf_6
Die Area = 6400 µm²
RSZ-0062 raised after global routing = yes
Endpoints left unconstrained = 5
Avg Cell Area, Syn = 8.258 µm²
Yosys synthesis chip area = 165.2 µm²
Clock power share = 0%
Flop area = 77.57 µm²
Fraction of final layout cells sized beyond drive strength 1 = 50.00%
Int Pwr = 44.33 µW
Die X = 80 µm
Tmin final = 1.556 ns
Post-DP Area = 377.9 µm²
Final tally of hold violations = 0
Crit path max fanout = 2
Synthesized cell area = 165.2 µm²
Switching part of the total = 29.25%
Register pins left without a clock = 5
Vias per cell = 2.262
Synth area leaders = dlxtn_1, nand2b_1, nand4_1
Post-route DRC = 0
Fmax = 642.5 MHz
Final GP Congestion = 0.7044
Worst setup EP type = output port
Pwr Density = 172.1 nW/µm²
Final non-filler cell total = 84
Failing checks = setup timing
Synth warnings = 1
# Cells Yosys = 20
DR pass1 iterations = 2
Most instantiated logic cells after routing = buf_6, buf_2, conb_1
GRT overflow = 0
Max-Cap Viols = 0
Vias = 190
Drt initial violations = 6
Logic pwr share = 81.5%
Synth Register Bits = 5
Vias in the first global route = 181
Leak = 0.0001580 µW
Dpl cells = 84
Critical path type = input port to output port
Status = complete, but fails checks
Final WS setup = -0.1564 ns
I/O Pins = 14
Setup violators final = 3
Antenna viol nets, final = 0
Tot GR Track Use = 1.644%
P_sw = 18.33 µW
Num rows = 21
Wire per inst = 6.619 µm
Sequential share of power = 18.5%
Core Area = 3416 µm²
Critical path arrival = 1.28 ns
Area leader, netlist = dlxtn_1
DRT Wirelength = 556 µm
Critical path required time = 1.12 ns
Cts hold-fix bufs = 0
Initial antenna violation count = 0
IO buf count = 14
Max-slew violation count = 0
Setup crit start kind = input port
Fill count = 399
End of the critical path = Dataout[0]
Pre-Place Util = 4.835%
Cells after synthesis = 20
Worst setup path startpoint = DataIn[1]
Logic cell area = 115.1 µm²
OpenROAD warnings = 34
Layout overhead on the synthesized area = 120.5%
Fin area = 364.1 µm²
[power by group through the flow]
stage | clock network (µW) | logic (µW) | registers [µW]
CTS | 0 | 43.6 | 11.3
global route | 0 | 57.8 | 12.1
finish | 0 | 51.1 | 11.6
[sequential cells by signal, summed over array words and instances (netlist names)]
register / count
Dataout: 3
EO: 1
GS: 1
[cells in the mapped netlist]
cell	number
a21o_1	1
a311o_1	1
a31o_2	1
conb_1	1
dlxtn_1	5
nand2_1	2
nand2b_1	3
nand3_1	1
nand4_1	2
nor2_1	1
or2_1	1
or3_1	1
[critical path, stage by stage]
cell and delay [ns]:
buf_6 0.09, nand2b_4 0.12, a21o_1 0.14, a311o_1 0.31
dlxtn_1 0.23, buf_2 0.10
[per-layer routing]
metal | up-vias | routed length (µm) | track usage [%]
li1 | 104 | - | -
met1 | 81 | 211 | 1.926
met5 | - | 0 | 0
met4 | 0 | 0 | 0
met3 | 0 | 55 | 0.6818
met2 | 5 | 289 | 2.889
[cell type report]
type                       count  share of cell area [%]
sequential                     5                   21.31
timing repair buffer          14                   31.27
multi-input combinational     19                   31.62
tap                           46                   15.81
[what timing repair did]
| action | in CTS | in global routing |
|---|---|---|
| resized | 53 | 11 |
| endpoints found under the setup margin | 5 | 5 |
| gates cloned | 0 | 0 |
| pin swaps | 7 | 4 |
[per-stage QoR]
stage                     TNS [ns]  power, µW  worst slack (ns)
after CTS                  -0.3497      54.90           -0.1676
after global placement      -4.200      64.21           -0.9368
after detailed placement    -4.220      65.06           -0.9422
after floorplan                  0      23.61           0.06480
after global routing       -0.5086      69.93           -0.2025
final                      -0.2648      62.66           -0.1564
[kinds of logic (layout without fill, tap and decap cells)]
kind of cell           Yosys count  in the layout  share of synthesized area, %
buffers and inverters            0             14                             0
other                            1              5                         2.271
latches                          5              5                         45.45
AND-OR/OR-AND                    3              3                         15.91
AND/OR/NAND/NOR                 11             11                         36.37
No activity file was given, so power comes from the tool's default toggle rates.
