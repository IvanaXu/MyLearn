<file path="run.sh">
#!/bin/bash
# OpenROAD 26Q1-2900-gdf79404cd8, Yosys 0.63+post, stock flow scripts
make -C /OpenROAD-flow-scripts/flow DESIGN_CONFIG=/design/flow/config.mk WORK_HOME=/design/flow/orfs finish
</file>
<file path="config.mk">
export PLATFORM = sky130hd
export DESIGN_NAME = BIN_to_BCD
export DESIGN_NICKNAME = BIN_to_BCD
export VERILOG_FILES = /design/flow/design.v
export SDC_FILE = /design/flow/constraint.sdc
export NUM_CORES = 4
export LEC_CHECK = 1
export CORE_AREA = 10 10 70 70
export DIE_AREA = 0 0 80 80
</file>
<file path="constraint.sdc">
current_design BIN_to_BCD

set clk_period 4.5
set clk_io_pct 0.2

create_clock -name clk0 -period $clk_period

set non_clock_inputs [all_inputs -no_clocks]
set_input_delay [expr $clk_period * $clk_io_pct] -clock clk0 $non_clock_inputs
set_output_delay [expr $clk_period * $clk_io_pct] -clock clk0 [all_outputs]
</file>
<file path="design.v">
module BIN_to_BCD(Data,Units,Tens,Hundreds);
input[7:0]Data;
output[3:0]Units;
output[3:0]Tens;
output[3:0]Hundreds;
reg[3:0]units_r,tens_r,hundreds_r;
reg[7:0]dat_r;
reg[11:0]temp;
integer i;
assign Units=units_r;
assign Tens=tens_r;
assign Hundreds=hundreds_r;
always@(Data)
 begin
  dat_r=Data;
  temp=0;
  for(i=0;i<7;i=i+1)
   begin
    temp={temp[10:0],dat_r[7]};
    if(temp[3:0]>4'd4)
     temp[3:0]=temp[3:0]+4'd3;
    if(temp[7:4]>4'd4)
     temp[7:4]=temp[7:4]+4'd3;
    if(temp[11:8]>4'd4)
     temp[11:8]=temp[11:8]+4'd3;
    dat_r=dat_r<<1;
    {hundreds_r,tens_r,units_r}={temp[10:0],Data[0]};
   end
  end
endmodule
</file>
==> qor.txt <==
number of standard cells reported by yosys: 124
maximum fanout encountered on the critical timing path: 7
Detailed Routing Iterations Pass 1: 4
highest-count cells in the layout ignoring fill and taps: sky130_fd_sc_hd__buf_4, sky130_fd_sc_hd__nor2_1, sky130_fd_sc_hd__nand2_1, sky130_fd_sc_hd__buf_2, sky130_fd_sc_hd__buf_6
final setup violating endpoints: 8
Core Rows: 21
Crit Path Class: in2out
Sequential cell area: 0 um^2
setup_tns: -3540 ps
run status: complete, but fails checks
area growth from synthesis to final layout: 97.19%
Die Width: 80 um
height of the die: 80 um
type of origin of the critical path: primary input
full die area: 6400 um^2
Unique masters post-synth: 54
per-cell routed wire length: 12.34 um
GR Overflow Total: 0
total DRC errors in the routed layout: 0
required time worst endpoint: 3600 ps
Period Utilization, post-route: 111.3%
setup repair after global routing missed its margin: yes
failing checks: setup timing
Top-Level Pins: 20
Critical Path AT: 4110 ps
post-route core utilization: 53.88%
GRT Util Overall: 8.324%
endpoint kind of the worst setup timing path: output pin
total number of warnings across the stage logs: 41
final worst setup slack: -510.0 ps
number of buffers inserted by hold repair at cts: 0
initial core utilization: 27.33%
met2 demand-to-capacity share in global routing: 15.41%
fraction of synthesized cell area taken by the top area cell type: 13.40%
via count of the first global-routing pass: 1082
routed wire length: 2937 um
cell area after technology mapping: 933.4 um^2
Hold Vio Cnt, Final: 0
post-synthesis chip area from yosys: 933.4 um^2
post-route minimum period: 5010 ps
Post-Syn Instances: 124
antenna diode count: 0
Yosys warnings: 1
met3 track demand over resource in global routing: 0.9091%
layout cells sized above 1: 63.02%
antenna violations before repair: 0
maximum vdd drop: 0.1087 mV
Mean Syn Cell Area: 7.527 um^2
DP Worst Slack: -1538 ps
Max Freq: 199.6 MHz
half-perimeter wire length after placement: 2093 um
Final Total Pwr: 471.1 uW
largest area contributor in the netlist: sky130_fd_sc_hd__ha_1
CORE AREA: 3416 um^2
top cells by area in the synthesized netlist: sky130_fd_sc_hd__ha_1, sky130_fd_sc_hd__xnor2_1, sky130_fd_sc_hd__nor2_1
Synth Seq Share: 0%
Worst Hold Class: in2out
total via count in the routed design: 1167
pwr/cell area: 256.0 nW/um^2
count of routing violations after the opening detailed-route iteration: 77
most frequent logic cell in the layout: sky130_fd_sc_hd__buf_4
first-pass GRT wire length: 4712 um
routability-driven placement congestion ratio: 0.8752
cell area after layout: 1841 um^2
grt peak-use layer: met2
clock buffers: 0
number of cells after detailed placement: 222
maximum number of pins on one net before global-route repair: 14
P_leak: 0.7874 nW
post-route antenna net violation count: 0
grt met1 use: 10.46%
sequential cell count of the final layout: 0
Post-Layout Cell Count: 238
worst hold margin: 1800 ps
Placed Instance Area: 1529 um^2
mean number of vias per cell: 4.903
quantity of I/O buffers inserted on ports: 16
Max Cap Viol: 0
fin. max-slew vios: 0
==> cell families after synthesis <==
kind of cell               share of synthesized area, %
AOI/OAI and AO/OA                                 39.95
xor gates and xnor gates                          10.05
adders and majority gates                         13.40
buffers and inverters                             8.446
muxes                                             6.032
other                                            0.4018
and+or+nand+nor                                   21.72
==> critical path, stage by stage <==
cell                       delay (ps)
sky130_fd_sc_hd__buf_12           110
sky130_fd_sc_hd__inv_12            40
sky130_fd_sc_hd__ha_4             120
sky130_fd_sc_hd__inv_2             40
sky130_fd_sc_hd__ha_4             160
sky130_fd_sc_hd__and2_4           130
sky130_fd_sc_hd__o41a_1           340
sky130_fd_sc_hd__xor2_2           170
sky130_fd_sc_hd__or2_4            240
sky130_fd_sc_hd__o211ai_1         180
sky130_fd_sc_hd__nand2_1          110
sky130_fd_sc_hd__ha_4             200
sky130_fd_sc_hd__o21a_1           220
sky130_fd_sc_hd__a311oi_2         310
sky130_fd_sc_hd__a221oi_4         120
sky130_fd_sc_hd__ha_4             190
sky130_fd_sc_hd__buf_6            110
sky130_fd_sc_hd__buf_6            110
sky130_fd_sc_hd__inv_4             50
sky130_fd_sc_hd__nand3_2           60
sky130_fd_sc_hd__o21ai_2           60
sky130_fd_sc_hd__buf_2            110
==> cells in the mapped netlist (all sizes together) (2+ instances only) <==
| cell type | n |
|---|---|
| inv | 10 |
| nor2b | 3 |
| buf | 4 |
| nor2 | 11 |
| a221oi | 2 |
| o22ai | 2 |
| a211oi | 4 |
| o21a | 2 |
| nand2b | 4 |
| nand2 | 8 |
| o21ai | 7 |
| o211ai | 3 |
| xor2 | 3 |
| o31ai | 2 |
| ha | 10 |
| nand3 | 3 |
| mux2 | 2 |
| a21oi | 6 |
| xnor2 | 6 |
| mux2i | 3 |
| clkbuf | 3 |
| and3 | 2 |
==> metal layers <==
metal / share of wire, % / vias up
li1: - / 599
met2: 49 / 19
met3: 3.0 / 0
met1: 48 / 549
met5: 0 / -
met4: 0 / 0
==> report_power, final <==
part | leakage [nW] | switching [mW] | internal [mW]
Combinational | 0.787 | 0.198 | 0.274
Sequential | 0 | 0 | 0
Clock | 0 | 0 | 0
Total | 0.787 | 0.198 | 0.274
==> final timing paths <==
path | start | endpoint | slack [ps] | cells after the start
setup / recovery | Data[6] | Tens[3] | -510 | 22
hold / removal | Data[0] | Units[0] | 1800 | 0
==> what timing repair did <==
| action | 4_1_cts | 5_1_grt |
|---|---|---|
| hold endpoints to repair | 0 | 0 |
| gates resized | 58 | 24 |
| endpoints found under the setup margin | 9 | 9 |
| setup buffers | 11 | 7 |
| pin swaps | 24 | 12 |
==> area by class of cell <==
class | count | area, um^2
inverters | 10 | 65.06
multi-input cells | 108 | 1125
fillers | 282 | 1575
repair buffers | 74 | 593.1
well taps | 46 | 57.56
Power is estimated from default activity; no workload was simulated.
